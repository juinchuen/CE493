### design/flow/design.v
module inverse_park #(
    parameter D_WIDTH = 19,
    parameter Q_BITS = 15
) (
    input logic clk,
    input logic rstb,
    input logic signed [D_WIDTH-1:0] D,
    input logic signed [D_WIDTH-1:0] Q,
    input logic signed [D_WIDTH-1:0] sin,
    input logic signed [D_WIDTH-1:0] cos,
    input logic start,
    output logic signed [D_WIDTH-1:0] alpha,
    output logic signed [D_WIDTH-1:0] beta,
    output logic done
);
logic signed [D_WIDTH-1:0] alpha_c, beta_c;
logic signed [D_WIDTH*2-1:0] D_cos, D_cos_c, D_sin, D_sin_c;
logic signed [D_WIDTH*2-1:0] Q_sin, Q_sin_c, Q_cos, Q_cos_c; 
logic done_c;
enum logic {s0, s1} state, next_state;
always_ff @(posedge clk or negedge rstb) begin
  if (!rstb) begin
    alpha <= 'b0;
    beta <= 'b0;
    done <= 'b0;
    state <= s0;
    D_cos <= 'b0;
    D_sin <= 'b0;
    Q_sin <= 'b0;
    Q_cos <= 'b0;
  end else begin
    alpha <= alpha_c;
    beta <= beta_c;
    done <= done_c;
    state <= next_state;
    D_cos <= D_cos_c;
    D_sin <= D_sin_c;
    Q_sin <= Q_sin_c;
    Q_cos <= Q_cos_c;
  end
end
always_comb begin
  alpha_c = alpha;
  beta_c = beta;
  done_c = done;
  next_state = state;
  D_cos_c = D_cos;
  D_sin_c = D_sin;
  Q_sin_c = Q_sin;
  Q_cos_c = Q_cos;
  case(state)
    s0: begin
      if (start) begin
        D_cos_c = (D * cos) >>> Q_BITS;
        D_sin_c = (D * sin) >>> Q_BITS;
        Q_sin_c = (Q * sin) >>> Q_BITS;
        Q_cos_c = (Q * cos) >>> Q_BITS;
        next_state = s1;
      end
    end
    s1: begin
      alpha_c = D_cos - Q_sin;
      beta_c = D_sin + Q_cos;
      done_c = 'b1;
      next_state = s0;
    end
  endcase;
end
endmodule
### design/flow/run.sh
#!/bin/bash
# OpenROAD 26Q1-2900-gdf79404cd8, Yosys 0.63+post, stock flow scripts
make -C /OpenROAD-flow-scripts/flow DESIGN_CONFIG=/design/flow/config.mk WORK_HOME=/design/flow/orfs finish
### design/flow/config.mk
export PLATFORM = sky130hd
export DESIGN_NAME = inverse_park
export DESIGN_NICKNAME = inverse_park
export VERILOG_FILES = /design/flow/design.v
export SDC_FILE = /design/flow/constraint.sdc
export NUM_CORES = 4
export LEC_CHECK = 1
export CORE_UTILIZATION = 50
### design/flow/constraint.sdc
current_design inverse_park

set clk_period 7.9
set clk_io_pct 0.2

create_clock -name clk0 -period $clk_period [get_ports {clk}]

set non_clock_inputs [all_inputs -no_clocks]
set_input_delay [expr $clk_period * $clk_io_pct] -clock clk0 $non_clock_inputs
set_output_delay [expr $clk_period * $clk_io_pct] -clock clk0 [all_outputs]
==> reports/qor.yml <==
design.core.area_um2: 107200
layout_min_cycle_time_ns: 7.868
cap_viol_max_count: 0
synth_area_per_cell_um2: 9.276
die-width_um: 331.0
outcome: "finished clean"
yosysWarnings: 1
viasPerCell: 5.020
max_freq_ghz: 0.1271
finalMaxSlewViolations: 0
fin_area_um2: 63110
hold_class: "register to register"
dr.pass1.iters: 7
cts_buffers: 17
worst_path_most_repeated_cell: "fa_1"
drive_gt1_share_pct: 13.21
end_kind: "register"
edf_count: 0
warning_count: 28
async_flop_share_pct: 100.0
ios: 118
finalSetupViolations: 0
tightest_slew_ns: 0.7332
cp_max_fo: 6
critical_path_class: "input pin to register"
yosys_cells: 5834
cts_tree: "yes"
grt_pass1_wl_mm: 223.6
grt_util_all_layers_pct: 28.86
gp_congestion: 0.9523
clock_skew_ns: 0.01029
tns_ns: 0
dpl.hpwl_mm: 119.4
wl_per_cell_um: 18.22
yosysChipArea_um2: 54120
regArea_um2: 2903
global_route.peak_usage_layer: "met1"
synthFlopType: "dfrtp_1"
worst_skew_pair.late_latency_ns: 0.46
clock_sinks: 116
cp_data_required_time_ns: 8.28
rsz0062_at_grt: "yes"
fin_crit_sh_pct: 99.60
grt_overflow_total: 0
finalWorstSetupSlack_ns: 0.03172
ys_seq_share_pct: 5.364
grt_util_met1_pct: 44.93
relSlewSlack_pct: 49.86
final_util_pct: 58.87
grt_pass1_vias: 40640
syn_to_final_growth_pct: 16.62
antennaDiodeCount: 0
antenna_found_initial: 8
critPathMaxStageDelay_ns: 0.56
ant_nets: 0
drc: 0
fp_util_pct: 50.48
port_buffers: 117
grtUsageMet2_pct: 42.56
startpoint_type: "input pin"
critPathSlowestCell: "fa_1"
hold_slack_ns: 0.4614
final_cells: 7724
clk_pin_slew_ns: 0.06
first_iter_violations: 1506
die_h_um: 331.0
num_vias: 38770
fp.dieArea_um2: 109600
row_count: 120
cts_max_level: 4
ys.flops: 116
placed_area_um2: 61270
synth_cells: 5834
dp_slack_ns: -1.072
grtUsageMet3_pct: 9.543
routed_wl_mm: 140.8
clockRootBuffer: "clkbuf_16"
grt_max_degree: 69
cts.path.max_buffers: 2
path_cells: "buf_6, buf_12, and2_4, fa_1, inv_2, fa_1, inv_2, fa_1, fa_1, fa_1, fa_1, fa_1, ha_2, a2111oi_4, o21ai_1, o21a_1, a221o_1, a41o_4, o311a_4, or3b_4, a2111o_1, nand3_1"
fill_cells: 9260
cp.arrival_ns: 8.25
placedCellCount: 7638
yosysUniqueCellTypes: 61
finalHoldViolCount: 0
syn_area_um2: 54120
logic_area_um2: 45180
critical path, delay by kind of cell:
family                     cells  cell delay (ns)
buffers and inverters          4             0.31
adders and majority gates      8             3.72
and+or+nand+nor                3             0.65
AOI/OAI and AO/OA              7             1.96
registers in the layout (all words and copies together) (netlist names):
name   count
state      1
done       1
Q_cos     19
beta      19
Q_sin     19
D_cos     19
D_sin     19
alpha     19
per-layer routing:
layer  routed length (um)  vias to the layer above
met1                58260                    19640
li1                     -                    17900
met3                12790                      130
met5                  149                        -
met4                 4432                        8
met2                65120                     1101
cells in the final DEF (no fill, tap or decap), types with 30 or more instances in the layout:
cell / synthesis / layout
a21o_1: 34 / 34
a21oi_1: 55 / 49
and2_1: 722 / 712
buf_12: 0 / 75
buf_4: 0 / 523
buf_6: 0 / 44
clkdlybuf4s50_1: 0 / 59
dfrtp_1: 116 / 116
dlymetal6s2s_1: 0 / 30
fa_1: 1342 / 1322
ha_1: 432 / 424
inv_1: 1400 / 1389
nand2_1: 749 / 744
nand2b_1: 35 / 33
nand3_1: 31 / 30
nor2_1: 43 / 43
nor2b_1: 50 / 49
o21ai_0: 105 / 98
xnor2_1: 117 / 116
xor2_1: 45 / 45
worst paths after layout:
kind,depth (start not counted),to,startpoint,slack (ns)
min in group asynchronous,1,beta[17]$_DFFE_PN0P_,rstb,1.12
max reg2reg,12,beta[16]$_DFFE_PN0P_,D_sin[0]$_DFFE_PN0P_,4.36
min reg2reg,1,done$_DFFE_PN0P_,done$_DFFE_PN0P_,0.46
max,22,D_cos[18]$_DFFE_PN0P_,cos[15],0.03
min,1,done$_DFFE_PN0P_,done$_DFFE_PN0P_,0.46
max in group asynchronous,2,D_cos[0]$_DFFE_PN0P_,rstb,5.56
kinds of logic (layout without fill, tap and decap cells):
kind of cell             count (synthesis)  after routing  share of synthesized area (%)
AND/OR/NAND/NOR                       1724           1724                          16.19
flip-flops                             116            116                          5.364
buffers and inverters                 1718           2205                          11.92
AND-OR/OR-AND                          318            318                          3.824
adder cells (fa/ha/maj)               1774           1774                          59.63
XOR/XNOR                               162            162                          2.622
multiplexers                            22             22                         0.4578
final cells by class:
cell class | instances | share of cell area [%]
Multi-Input combinational cell | 4000 | 71.58
Timing Repair Buffer | 772 | 11.75
Inverter | 1401 | 8.332
Sequential cell | 116 | 4.599
Tap cell | 1403 | 2.781
Clock buffer | 18 | 0.6958
Clock inverter | 14 | 0.2657
cell usage after synthesis (9+ instances only):
cell	number	area share, %
a31oi_1	9	0.10
nand2b_1	35	0.40
nand2_1	749	5.2
o21bai_1	9	0.12
inv_1	1400	9.7
xor2_1	45	0.73
a211oi_1	17	0.24
o21ai_0	105	0.97
fa_1	1342	50
a21o_1	34	0.47
and2_1	722	8.3
nand3_1	31	0.29
ha_1	432	10
and3_1	10	0.12
a21oi_1	55	0.51
nor2_1	43	0.30
nor3_1	29	0.27
clkbuf_1	312	2.2
mux2_2	22	0.46
o211ai_1	9	0.12
nor2b_1	50	0.58
o31ai_1	20	0.28
dfrtp_1	116	5.4
nand4_1	15	0.17
xnor2_1	117	1.9
or3_1	11	0.13
repair_timing:
action / 4_1_cts / 5_1_grt
hold buffers: 0 / 0
setup endpoints to repair: 34 / 52
gates resized: 78 / 192
cloned: 0 / 11
pin swaps: 20 / 68
buffers inserted: 15 / 29
