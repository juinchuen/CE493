<file path="run.sh">
#!/bin/bash
# OpenROAD 26Q1-2900-gdf79404cd8, Yosys 0.63+post, stock flow scripts
make -C /OpenROAD-flow-scripts/flow DESIGN_CONFIG=/design/flow/config.mk WORK_HOME=/design/flow/orfs finish
</file>
<file path="config.mk">
export PLATFORM = sky130hd
export DESIGN_NAME = park
export DESIGN_NICKNAME = park
export VERILOG_FILES = /design/flow/design.v
export SDC_FILE = /design/flow/constraint.sdc
export NUM_CORES = 4
export LEC_CHECK = 1
export CORE_UTILIZATION = 50
</file>
<file path="constraint.sdc">
current_design park

set clk_period 8.6
set clk_io_pct 0.2

create_clock -name clk0 -period $clk_period [get_ports {clk}]

set non_clock_inputs [all_inputs -no_clocks]
set_input_delay [expr $clk_period * $clk_io_pct] -clock clk0 $non_clock_inputs
set_output_delay [expr $clk_period * $clk_io_pct] -clock clk0 [all_outputs]
</file>
<file path="design.v">
module park #(
    parameter D_WIDTH = 19,
    parameter Q_BITS = 15
) (
    input logic clk,
    input logic rstb,
    input logic signed [D_WIDTH-1:0] alpha,
    input logic signed [D_WIDTH-1:0] beta,
    input logic signed [D_WIDTH-1:0] sin,
    input logic signed [D_WIDTH-1:0] cos,
    input logic start,
    output logic signed [D_WIDTH-1:0] D,
    output logic signed [D_WIDTH-1:0] Q,
    output logic done
);
logic signed [D_WIDTH-1:0] D_c, Q_c;
logic signed [D_WIDTH*2-1:0] a_cos, a_cos_c, a_sin, a_sin_c;
logic signed [D_WIDTH*2-1:0] b_cos, b_cos_c, b_sin, b_sin_c;
logic done_c;
enum logic {s0, s1} state, next_state;
always_ff @(posedge clk or negedge rstb) begin
  if (!rstb) begin
    D <= 'b0;
    Q <= 'b0;
    done <= 'b0;
    a_cos <= 'b0;
    a_sin <= 'b0;
    b_sin <= 'b0;
    b_cos <= 'b0;
    state <= s0;
  end else begin
    D <= D_c;
    Q <= Q_c;
    done <= done_c;
    state <= next_state;
    a_cos <= a_cos_c;
    a_sin <= a_sin_c;
    b_sin <= b_sin_c;
    b_cos <= b_cos_c;
  end
end
always_comb begin
  D_c = D;
  Q_c = Q;
  done_c = done;
  next_state = state;
  a_cos_c = a_cos;
  a_sin_c = a_sin;
  b_sin_c = b_sin;
  b_cos_c = b_cos;
  case(state)
    s0: begin
      if (start) begin
        a_cos_c = (alpha * cos) >>> Q_BITS;
        a_sin_c = (alpha * sin) >>> Q_BITS;
        b_sin_c = (beta * sin) >>> Q_BITS;
        b_cos_c = (beta * cos) >>> Q_BITS;
        next_state = s1;
      end
    end
    s1: begin
      D_c = b_sin + a_cos;
      Q_c = b_cos - a_sin;
      done_c = 'b1;
      next_state = s0;
    end
  endcase;
end
endmodule
</file>
==> report_table.html <==
<h3>Flow metrics</h3>
<table>
<tr><th>Metric</th><th>Value</th></tr>
<tr><th colspan="2">Critical path</th></tr>
<tr><td>Crit Path Max Fanout</td><td>8</td></tr>
<tr><td>Path type of the worst setup path</td><td>in -&gt; reg</td></tr>
<tr><td>Critical Path, Cell by Cell</td><td>clkdlybuf4s50_1 -&gt; buf_4 -&gt; nor2b_1 -&gt; fa_1 -&gt; fa_1 -&gt; fa_1 -&gt; fa_1 -&gt; fa_1 -&gt; fa_1 -&gt; ha_1 -&gt; ha_1 -&gt; and2_1 -&gt; o21a_1 -&gt; o21ai_0 -&gt; nand2_1 -&gt; or4_1 -&gt; o32a_1 -&gt; a31oi_4 -&gt; o21bai_1 -&gt; xnor2_1 -&gt; buf_4 -&gt; o21ai_0</td></tr>
<tr><td>Delay of the slowest critical-path stage</td><td>0.86 ns</td></tr>
<tr><td>CP dominant cell by count</td><td>fa_1</td></tr>
<tr><td>Combined buffer and inverter count along the critical path</td><td>3</td></tr>
<tr><td>Worst path required time</td><td>8.95 ns</td></tr>
<tr><td>Critical path's slowest cell</td><td>clkdlybuf4s50_1</td></tr>
<tr><td>Critical path endpoint category</td><td>flip-flop</td></tr>
<tr><td>Critical path startpoint category</td><td>input pin</td></tr>
<tr><td>Top Family by Delay on Critical Path</td><td>adder cells</td></tr>
<tr><td>Arrival time at the worst endpoint</td><td>8.63 ns</td></tr>
<tr><th colspan="2">Cells and area</th></tr>
<tr><td>Finished Layout Cells</td><td>7,413</td></tr>
<tr><td>Area overhead of the layout relative to synthesis</td><td>11.6%</td></tr>
<tr><td>Fillcell total</td><td>9,518</td></tr>
<tr><td>Cell area after layout</td><td>60,300 sq um</td></tr>
<tr><td>Most frequently placed logic cells in the final layout</td><td>inv_1, fa_1, nand2_1</td></tr>
<tr><td>Share of post-route cells with drive strength above 1</td><td>8.21%</td></tr>
<tr><td>Storage element area</td><td>2900 sq um</td></tr>
<tr><td>Commonest Layout Cell</td><td>inv_1</td></tr>
<tr><td>Area occupied by multi-input gates</td><td>44,800 sq um</td></tr>
<tr><th colspan="2">Drt</th></tr>
<tr><td>TritonRoute pass-1 iters</td><td>5</td></tr>
<tr><td>Violation tally from detailed-route iteration zero</td><td>1,464</td></tr>
<tr><td>Count of vias placed by the detailed router</td><td>37,300</td></tr>
<tr><td>Final routed wirelength across all metal layers</td><td>137,000 um</td></tr>
<tr><td>Vias per cell</td><td>5.03</td></tr>
<tr><td>DRC</td><td>0</td></tr>
<tr><td>Residual antenna-violating net count after detailed routing</td><td>0</td></tr>
<tr><td>Routed wirelength normalized by instance count</td><td>18.5 um</td></tr>
<tr><th colspan="2">Placement</th></tr>
<tr><td>DP Cell Count</td><td>7,379</td></tr>
<tr><td>Detail Placement HPWL</td><td>117,000 um</td></tr>
<tr><td>Number of input and output port buffers inserted</td><td>117</td></tr>
<tr><td>Placed Instance Area</td><td>59,600 sq um</td></tr>
<tr><td>Routability-driven placement congestion ratio</td><td>0.938</td></tr>
<tr><th colspan="2">Global routing</th></tr>
<tr><td>Global routing usage summed across all routing layers</td><td>29.4%</td></tr>
<tr><td>Remaining global-route overflow</td><td>0</td></tr>
<tr><td>Largest net degree at the start of global routing</td><td>89</td></tr>
<tr><td>Via count of the first global-routing pass</td><td>41,000</td></tr>
<tr><td>Number of antenna violations at the first check in global routing</td><td>2</td></tr>
<tr><td>Global-route wire length before repair</td><td>225,000 um</td></tr>
<tr><th colspan="2">Logic synthesis</th></tr>
<tr><td>Top cells by area</td><td>fa_1, ha_1, inv_1</td></tr>
<tr><td>Number of warnings printed during yosys synthesis</td><td>1</td></tr>
<tr><td>Number of flops mapped to enable cells by yosys</td><td>0</td></tr>
<tr><td>Yosys stat chip area</td><td>54,000 sq um</td></tr>
<tr><td>Number of distinct standard cells referenced by the synthesized netlist</td><td>71</td></tr>
<tr><td>Post-synth top area share</td><td>49.7%</td></tr>
<tr><td>Post-synth top area cell</td><td>fa_1</td></tr>
<tr><td>Post-synthesis average cell area</td><td>9.33 sq um</td></tr>
<tr><td>Fraction of registers with async set or reset after synthesis</td><td>100%</td></tr>
<tr><td>Total standard cell area after synthesis</td><td>54,000 sq um</td></tr>
<tr><td>Primary FF master, synth</td><td>dfrtp_1</td></tr>
<tr><td>Cell count listed in synth_stat.txt</td><td>5,792</td></tr>
<tr><td>Post-synthesis instance total</td><td>5,792</td></tr>
<tr><td>Sequential area share after synthesis</td><td>5.37%</td></tr>
<tr><td>Synthesized flop and latch total</td><td>116</td></tr>
<tr><th colspan="2">Timing</th></tr>
<tr><td>Post-layout minimum cycle time</td><td>8.28 ns</td></tr>
<tr><td>Setup clock skew after layout</td><td>0.0115 ns</td></tr>
<tr><td>Highest achievable clock rate</td><td>0.121 GHz</td></tr>
<tr><td>Number of hold-slack violations in the final timing report</td><td>0</td></tr>
<tr><td>Setup-violating endpoint count in the final report</td><td>0</td></tr>
<tr><td>Max-Slew Margin vs Limit</td><td>44.5%</td></tr>
<tr><td>Worst Hold Slack</td><td>0.474 ns</td></tr>
<tr><td>Pins over their slew limit</td><td>0</td></tr>
<tr><td>Slew at the pin closest to its max-slew limit</td><td>0.828 ns</td></tr>
<tr><td>Share of the clock period used by the worst path after layout</td><td>96.3%</td></tr>
<tr><th colspan="2">Job</th></tr>
<tr><td>Count of maximum capacitance violations</td><td>0</td></tr>
<tr><td>Log Warnings</td><td>25</td></tr>
<tr><th colspan="2">Run status</th></tr>
<tr><td>Result of the run</td><td>finished clean</td></tr>
<tr><th colspan="2">Min path</th></tr>
<tr><td>Classification of the worst-slack hold path</td><td>reg -&gt; reg</td></tr>
<tr><th colspan="2">Floorplanning</th></tr>
<tr><td>Chip footprint</td><td>109,000 sq um</td></tr>
<tr><td>Pre-placement core utilization</td><td>50.5%</td></tr>
<tr><td>Chip Width</td><td>331 um</td></tr>
<tr><td>Total number of placement rows</td><td>120</td></tr>
<tr><td>Height of the die</td><td>331 um</td></tr>
<tr><td>I/O pin total</td><td>118</td></tr>
<tr><td>Core region area</td><td>107,000 sq um</td></tr>
<tr><th colspan="2">CTS</th></tr>
<tr><td>Post-cts hold buffer count</td><td>0</td></tr>
<tr><td>Worst-skew pair later-pin latency</td><td>0.43 ns</td></tr>
<tr><td>TritonCTS clock tree</td><td>done</td></tr>
<tr><td>Clock-pin transition on the worst setup and hold timing paths</td><td>0.07 ns</td></tr>
<tr><td>Max H-tree Level</td><td>4</td></tr>
<tr><td>Number of clock sinks</td><td>116</td></tr>
<tr><td>TritonCTS buffer count</td><td>17</td></tr>
<tr><td>Root buffer cell</td><td>clkbuf_16</td></tr>
<tr><td>Maximum clock insertion buffer count</td><td>2</td></tr>
</table>
layout make-up:
cell class,instances,area share [%]
clock buffers,17,0.706
multi-input cells,3965,74.3
well taps,1403,2.91
repair buffers,503,8.28
clock inverters,15,0.365
flip-flops and latches,116,4.81
diodes,2,0.00830
inverters,1392,8.67
worst reg2reg max path: stages (launching register included):
cell and delay [ns]:
dfrtp_1 0.40, ha_1 0.22, inv_1 0.07, fa_1 0.19, nor2b_1 0.05, o21ai_0 0.23
a21oi_1 0.17, o41ai_2 0.42, o21ai_1 0.19, o41a_1 0.40, a41o_1 0.28, o21a_1 0.20
xnor2_1 0.14, mux2_2 0.27
cells in the mapped netlist (27+ instances only):
| master | n |
|---|---|
| nand2b_1 | 34 |
| a21o_1 | 41 |
| inv_1 | 1391 |
| a21oi_1 | 59 |
| nand2_1 | 741 |
| dfrtp_1 | 116 |
| ha_1 | 432 |
| and2_1 | 719 |
| o21ai_0 | 105 |
| clkbuf_1 | 314 |
| fa_1 | 1342 |
| xnor2_1 | 136 |
| mux2_2 | 27 |
| nor2_1 | 40 |
| xor2_1 | 45 |
| nor2b_1 | 52 |
stage by stage:
step           utilization [%]  worst slack, ns  setup TNS (ns)
4_1_cts                   56.3           0.0674               0
3_3_place_gp              55.6           -0.425           -4.44
5_1_grt                   56.3         -0.00303        -0.00303
2_1_floorplan                -            0.551               0
6_report                  56.3            0.319               0
3_5_place_dp              55.6           -0.358           -5.25
routing by layer:
| layer | vias to the layer above | routed length [um] | GRT usage, % |
|---|---|---|---|
| li1 | 17100 | - | - |
| met1 | 18900 | 52700 | 41.6 |
| met2 | 1079 | 66400 | 45.1 |
| met3 | 146 | 13500 | 11.6 |
| met4 | 2 | 4760 | 7.30 |
| met5 | - | 13 | 0 |
flip-flops by register name (all words and copies together), names as in the netlist:
name and cells:
D 19, Q 19, a_cos 19, a_sin 19, b_cos 19, b_sin 19, done 1, state 1
path summary, 6_finish.rpt:
path                       slack (ns)  cells past startpoint                  from                     to
min                              0.47                      2  b_cos[3]$_DFFE_PN0P_   b_cos[3]$_DFFE_PN0P_
max reg2reg                      5.24                     13  a_cos[0]$_DFFE_PN0P_      D[18]$_DFFE_PN0P_
max                              0.32                     22               cos[18]  b_cos[14]$_DFFE_PN0P_
min reg2reg                      0.47                      2  b_cos[3]$_DFFE_PN0P_   b_cos[3]$_DFFE_PN0P_
min in group asynchronous        1.22                      1                  rstb  a_sin[15]$_DFFE_PN0P_
max in group asynchronous        6.40                      2                  rstb       Q[0]$_DFFE_PN0P_
cell families (layout without fill, tap and decap cells):
kind of cell             Yosys count  in the layout  synth area share, %
flip-flops                       116            116                 5.37
other                              0              2                    0
AND/OR/NAND/NOR                 1670           1670                 15.7
multiplexers                      29             29                0.609
XOR/XNOR                         181            181                 2.93
AND-OR/OR-AND                    311            311                 3.75
buffers and inverters           1711           1927                 11.9
adder cells (fa/ha/maj)         1774           1774                 59.7
what timing repair did:
| action | CTS | global route |
|---|---|---|
| gates resized | 0 | 13 |
| setup endpoints to repair | 0 | 19 |
| buffers inserted | 0 | 0 |
